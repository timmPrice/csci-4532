## /design/flow/design.v

```verilog
module andgate (
    x,
    y,
    z
);
  input x, y;
  output z;
  assign z = x & y;
endmodule
module fa(x,y,cin,s0,cout);
input x,y,cin;
output s0,cout;
wire w1,w2,w3;
ha h1(x,y,w1,w2);
ha h2(cin,w1,s0,w3);
assign cout=w3|w2;
endmodule
module ha(x,y,s0,cout);
input x,y;
output s0,cout;
xorgate x1(x,y,s0);   
andgate a1(x,y,cout); 
endmodule
module multiplier(x,y,z);
input[3:0]x,y;
output [7:0] z;
wire p0,p1,p2,p3,p4,p5,p6,p7,p8,p9,p10,p11,p12,p13,p14,p15;  
wire [3:0] s0,s1,s2;  
wire c0,c1,c2;  
assign p0=x[0]&y[0];
assign p1=x[1]&y[0]; 
assign p2=x[2]&y[0];
assign p3=x[3]&y[0];
assign p4=x[0]&y[1];
assign p5=x[1]&y[1];
assign p6=x[2]&y[1];
assign p7=x[3]&y[1];
assign p8=x[0]&y[2];
assign p9=x[1]&y[2];
assign p10=x[2]&y[2];
assign p11=x[3]&y[2];
assign p12=x[0]&y[3];
assign p13=x[1]&y[3];
assign p14=x[2]&y[3];
assign p15=x[3]&y[3];
wire [3:0] w1={1'b0,p3,p2,p1};
wire [3:0] w2={p7,p6,p5,p4};
ripple_carry r1(w1,w2,1'b0,s0,c0);
wire [3:0] w3={c0,s0[3:1]};
wire [3:0] w4={p11,p10,p9,p8};
ripple_carry r2(w3,w4,1'b0,s1,c1);
wire [3:0] w5={c1,s1[3:1]};
wire [3:0] w6={p15,p14,p13,p12};
ripple_carry r3(w5,w6,1'b0,s2,c2);
assign z={c2,s2,s1[0],s0[0],p0};
endmodule
module ripple_carry(x,y,cin,sum,c_out);
input [3:0] x,y;
input cin;
output [3:0] sum;
output c_out;
wire [3:0] w1;
fa f1(x[0],y[0],cin,sum[0],w1[0]);
fa f2(x[1],y[1],w1[0],sum[1],w1[1]);
fa f3(x[2],y[2],w1[1],sum[2],w1[2]);
fa f4(x[3],y[3],w1[2],sum[3],w1[3]);
assign c_out=w1[3];
endmodule
module xorgate(x,y,z);
input x,y;
output z;
xor (z,x,y);  
endmodule
```

## /design/flow/run.sh

```bash
#!/bin/bash
# OpenROAD 26Q1-2900-gdf79404cd8, Yosys 0.63+post, stock flow scripts
make -C /OpenROAD-flow-scripts/flow DESIGN_CONFIG=/design/flow/config.mk WORK_HOME=/design/flow/orfs finish
```

## /design/flow/config.mk

```make
export PLATFORM = sky130hd
export DESIGN_NAME = multiplier
export DESIGN_NICKNAME = multiplier
export VERILOG_FILES = /design/flow/design.v
export SDC_FILE = /design/flow/constraint.sdc
export NUM_CORES = 4
export LEC_CHECK = 1
export CORE_AREA = 10 10 73 73
export DIE_AREA = 0 0 83 83
```

## /design/flow/constraint.sdc

```tcl
current_design multiplier

set clk_period 4.3
set clk_io_pct 0.2

create_clock -name clk0 -period $clk_period

set non_clock_inputs [all_inputs -no_clocks]
set_input_delay [expr $clk_period * $clk_io_pct] -clock clk0 $non_clock_inputs
set_output_delay [expr $clk_period * $clk_io_pct] -clock clk0 [all_outputs]
```

==> qor.csv <==
stage,metric,value,unit
run_status,status,"finished, violations left",
run_status,violations in the final reports,setup timing,
logic_synthesis,cell type with the largest total area,fa_1,
placement,estimated wirelength of the detail-placed design,835.9,um
routing,post-route DRC violation count,0,
logic_synthesis,Synth Area in Adders,53.33,%
logic_synthesis,Synth Warn #,0,
floorplan,core utilization before placement,10.53,%
sta,upper clock frequency limit,199.3,MHz
sta,setup repair after global routing missed its margin,yes,
flow_run,max-cap violations,0,
logic_synthesis,share of synthesized area occupied by flip-flops and latches,0,%
logic_synthesis,top-area cell type share of the netlist area,40.63,%
min_path,class of the tightest hold or removal check,input pin to primary output,
routing,antenna cell count,0,
clocking,# Post-CTS Setup Buffers,0,
min_path,Hold Crit Depth,5,
placement,quantity of I/O buffers inserted on ports,16,
routing,count of vias placed by the detailed router,307,
floorplan,chip footprint,6889,um^2
worst_setup_path,peak fanout along the critical path,2,
clocking,"Hold-fix buffers, CTS",0,
power_and_ir_drop,power density over the cells,108.8,nW/um^2
logic_synthesis,Mapped Area,394.1,um^2
worst_setup_path,"Worst Path Class, Setup",input pin to primary output,
finish,registers,0,
worst_setup_path,standard cell with the maximum stage delay on the critical path,fa_2,
routing,1st-pass router iterations,2,
grt,largest net degree at the start of global routing,5,
finish,sequential cell area,0,um^2
logic_synthesis,post-synthesis cell count,45,
logic_synthesis,most area-consuming cells after synthesis,"fa_1 41%, and2_1 19%, buf_4 15%",
logic_synthesis,mux share of post-synthesis cell area,0,%
worst_setup_path,type of element capturing the critical path,primary output,
grt,first-pass GRT wire length,1580,um
finish,final-layout clock buffer total,0,
floorplan,die extent in x,83,um
grt,via count of the first global-routing pass,367,
logic_synthesis,area figure in the yosys stat output,394.1,um^2
placement,pre-CTS WS,-1.536,ns
worst_setup_path,crit-path most repeated cell,inv_2,
sta,final hold violations,0,
sta,number of failing setup endpoints in the final timing report,4,
grt,global-route usage over all layers,2.590,%
worst_setup_path,CP required,3.44,ns
worst_setup_path,CP cell instances,"buf_6, and2_4, ha_4, inv_2, fa_2, inv_2, fa_1, fa_2, fa_2, inv_2, fa_1, inv_2, fa_2, inv_2, fa_2, inv_2, buf_2",
routing,Detailed Route WL,842,um
logic_synthesis,"synthesized-area fraction occupied by ao, oa, aoi and oai cells",0,%
power_and_ir_drop,Leakage Power,0.2809,nW
logic_synthesis,Mapped Avg Cell Area,8.758,um^2
sta,Setup WS post-layout,-0.7164,ns
sta,final number of max-transition violations,0,
finish,final-layout fill cell count,434,
flow_run,count of tool warnings,35,
logic_synthesis,post-synth cell types,6,
routing,wire length per cell after detailed routing,7.796,um
floorplan,Core Footprint,3744,um^2
logic_synthesis,post-synthesis simple-gate area fraction,22.86,%
sta,Worst slew margin,91.51,%
grt,number of antenna violations at the first check in global routing,0,
worst_setup_path,Startpoint Class,input pin,
worst_setup_path,delay of the slowest cell on the worst path,0.53,ns
sta,time the worst path needs with I/O delays and setup,5.016,ns
power_and_ir_drop,largest vdd supply drop,0.01424,mV
sta,period utilization,116.7,%
min_path,hold endpoint,z[4],
logic_synthesis,xor and xnor fraction of the mapped netlist area,0,%
logic_synthesis,dominant kind of combinational cell,adder cells,
floorplan,Placement Rows,22,
finish,signed area change from the synthesized netlist to the final layout,58.10,%
floorplan,vertical extent of the die,83,um
placement,Final GP Congestion,0.7369,
power_and_ir_drop,total power,67.78,uW
sta,setup TNS,-1.627,ns
finish,ratio of cells with drive above 1 in the final layout,50.00,%
grt,global-route congestion overflow total,0,
logic_synthesis,yosys cell count,45,
routing,post-route antenna net violation count,0,
worst_setup_path,endpoint arrival time on the critical path,4.16,ns
floorplan,count of pins on the block boundary,16,
sta,worst slew pin tran,0.1270,ns
routing,DRC violation total after the first TritonRoute iteration,6,
routing,post-detailed-route via-to-cell ratio,2.843,
min_path,hold path startpoint,x[1],
==> routing by layer <==
| metal | routed length [um] | up-vias | part of all wire, % | track usage, % |
|---|---|---|---|---|
| met4 | 0 | 0 | 0 | 0 |
| met3 | 13 | 0 | 1.5 | 0.09843 |
| met5 | 0 | - | 0 | 0 |
| met1 | 305 | 150 | 36 | 2.804 |
| met2 | 523 | 5 | 62 | 5.517 |
| li1 | - | 152 | - | - |
==> cell families after synthesis <==
logic type / count (synthesis)
and+or+nand+nor: 16
buffers and inverters: 17
adders and majority gates: 12
==> critical path: cells and delay by family <==
family	cells	cell delay, ns
adders and majority gates	8	2.69
and+or+nand+nor	1	0.14
buffers and inverters	8	0.47
==> how the worst max path moves through the flow <==
stage / cells past startpoint / startpoint / endpoint
4_1_cts: 15 / x[1] / z[6]
5_1_grt: 17 / x[1] / z[6]
6_report: 17 / x[1] / z[6]
==> through the flow <==
step / util, % / area [um^2] / std cells / hold slack, ns
finish: 16.64 / 623.1 / 108 / 2.314
global route: 16.64 / 623.1 / 108 / 2.367
CTS: 16.64 / 623.1 / 108 / 2.313
detailed placement: 17.01 / 636.9 / 108 / 2.846
global placement: 17.01 / 636.9 / 108 / 2.835
floorplan: - / 424.2 / 45 / 1.896
==> synthesized netlist by cell type, drive strengths merged <==
master	instances
and2	12
inv	9
buf	8
fa	8
ha	4
nand2	4
==> what timing repair did <==
action | 4_1_cts | 5_1_grt
endpoints found under the hold margin | 0 | 0
pin swaps | 12 | 4
resized | 36 | 0
endpoints found under the setup margin | 5 | 4
==> placed cells by master (no fill, tap or decap), drive strengths merged <==
cell type	synthesis	final
nand2	4	4
and2	12	12
dlygate4sd2	0	1
inv	9	9
fa	8	8
clkdlybuf4s50	0	7
ha	4	4
buf	8	15
==> power breakdown <==
group / switching, mW / internal, mW / leakage [nW] / total, mW
Clock: 0 / 0 / 0 / 0
Combinational: 0.0246 / 0.0431 / 0.281 / 0.0678
Sequential: 0 / 0 / 0 / 0
==> layout make-up <==
type	count	area (um^2)	share of cell area (%)
multi-input cells	28	332.8	53.41
inverters	9	33.78	5.422
well taps	48	60.06	9.639
repair buffers	23	196.4	31.53
Power and IR drop assume default switching activity.
