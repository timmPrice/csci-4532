<file path="design/flow/run.sh">
#!/bin/bash
# OpenROAD 26Q1-2900-gdf79404cd8, Yosys 0.63+post, stock flow scripts
make -C /OpenROAD-flow-scripts/flow DESIGN_CONFIG=/design/flow/config.mk WORK_HOME=/design/flow/orfs finish
</file>
<file path="design/flow/config.mk">
export PLATFORM = sky130hd
export DESIGN_NAME = decoder
export DESIGN_NICKNAME = decoder
export VERILOG_FILES = /design/flow/design.v
export SDC_FILE = /design/flow/constraint.sdc
export NUM_CORES = 4
export LEC_CHECK = 1
export CORE_AREA = 10 10 70 70
export DIE_AREA = 0 0 80 80
</file>
<file path="design/flow/constraint.sdc">
current_design decoder

set clk_period 1.7
set clk_io_pct 0.2

create_clock -name clk0 -period $clk_period [get_ports {clk}]

set non_clock_inputs [all_inputs -no_clocks]
set_input_delay [expr $clk_period * $clk_io_pct] -clock clk0 $non_clock_inputs
set_output_delay [expr $clk_period * $clk_io_pct] -clock clk0 [all_outputs]
</file>
<file path="design/flow/design.v">
module BUF (
    A,
    Y
);
  input A;
  output Y;
  assign Y = A;
endmodule
module NOT (
    A,
    Y
);
  input A;
  output Y;
  assign Y = ~A;
endmodule
module NAND (
    A,
    B,
    Y
);
  input A, B;
  output Y;
  assign Y = ~(A & B);
endmodule
module NOR (
    A,
    B,
    Y
);
  input A, B;
  output Y;
  assign Y = ~(A | B);
endmodule
module DFF (
    C,
    D,
    Q
);
  input C, D;
  output reg Q;
  always @(posedge C) Q <= D;
endmodule
module DFFSR (
    C,
    D,
    Q,
    S,
    R
);
  input C, D, S, R;
  output reg Q;
  always @(posedge C, posedge S, posedge R)
    if (S) Q <= 1'b1;
    else if (R) Q <= 1'b0;
    else Q <= D;
endmodule
(* hdlname = "decoder" *)
(* top =  1  *)
(* src = "./decoder_troj1/decoder_troj1.v:1.1-41.10" *)
module decoder(clk, reset, in, out);
  input clk;
  wire clk;
  input reset;
  wire reset;
  input [3:0] in;
  wire [3:0] in;
  output [15:0] out;
  wire [15:0] out;
  wire _000_;
  wire _001_;
  wire _002_;
  wire _003_;
  wire _004_;
  wire _005_;
  wire _006_;
  wire _007_;
  wire _008_;
  wire _009_;
  wire _010_;
  wire _011_;
  wire _012_;
  wire _013_;
  wire _014_;
  wire _015_;
  wire _016_;
  wire _017_;
  wire _018_;
  wire _019_;
  wire _020_;
  wire _021_;
  wire _022_;
  wire _023_;
  wire _024_;
  wire _025_;
  wire _026_;
  wire _027_;
  wire _028_;
  wire _029_;
  wire _030_;
  wire _031_;
  wire _032_;
  wire _033_;
  wire _034_;
  wire _035_;
  wire _036_;
  wire _037_;
  wire _038_;
  wire _039_;
  wire _040_;
  wire _041_;
  wire _042_;
  wire _043_;
  wire _044_;
  wire _045_;
  wire _046_;
  wire _047_;
  wire _048_;
  wire _049_;
  wire _050_;
  wire _051_;
  wire _052_;
  wire _053_;
  wire _054_;
  wire _055_;
  wire _056_;
  wire _057_;
  wire _058_;
  wire _059_;
  wire _060_;
  wire _061_;
  wire _062_;
  wire _063_;
  wire _064_;
  wire _065_;
  wire _066_;
  wire _067_;
  wire _068_;
  wire _069_;
  wire _070_;
  wire _071_;
  wire _072_;
  wire _073_;
  wire _074_;
  wire _075_;
  wire _076_;
  wire _077_;
  wire _078_;
  wire _079_;
  wire _080_;
  wire _081_;
  wire _082_;
  wire _083_;
  wire _084_;
  wire _085_;
  wire _086_;
  wire _087_;
  wire _088_;
  wire _089_;
  wire _090_;
  wire _091_;
  wire _092_;
  wire [1:0] _093_;
  wire [1:0] _094_;
  wire _095_;
  wire _096_;
  wire _097_;
  wire [4:0] _098_;
  wire [4:0] _099_;
  wire [4:0] _100_;
  wire [31:0] _101_;
  wire [31:0] _102_;
  wire [31:0] _103_;
  wire _104_;
  wire [3:0] in_r;
  NOT _105_ (
    .A(_020_),
    .Y(_028_)
  );
  NOT _106_ (
    .A(_065_),
    .Y(_029_)
  );
  NOT _107_ (
    .A(_021_),
    .Y(_030_)
  );
  NOT _108_ (
    .A(_022_),
    .Y(_031_)
  );
  NOT _109_ (
    .A(_023_),
    .Y(_032_)
  );
  NOT _110_ (
    .A(_027_),
    .Y(_033_)
  );
  NOT _111_ (
    .A(_024_),
    .Y(_034_)
  );
  NOT _112_ (
    .A(_026_),
    .Y(_035_)
  );
  NOT _113_ (
    .A(_025_),
    .Y(_036_)
  );
  NOR _114_ (
    .A(_028_),
    .B(_065_),
    .Y(_000_)
  );
  NOR _115_ (
    .A(_065_),
    .B(_030_),
    .Y(_001_)
  );
  NOR _116_ (
    .A(_065_),
    .B(_031_),
    .Y(_002_)
  );
  NOR _117_ (
    .A(_065_),
    .B(_032_),
    .Y(_003_)
  );
  NOR _118_ (
    .A(_034_),
    .B(_025_),
    .Y(_037_)
  );
  NAND _119_ (
    .A(_024_),
    .B(_036_),
    .Y(_038_)
  );
  NAND _120_ (
    .A(_024_),
    .B(_025_),
    .Y(_039_)
  );
  NOT _121_ (
    .A(_039_),
    .Y(_040_)
  );
  NAND _122_ (
    .A(_035_),
    .B(_040_),
    .Y(_041_)
  );
  NAND _123_ (
    .A(_034_),
    .B(_025_),
    .Y(_042_)
  );
  NOR _124_ (
    .A(_026_),
    .B(_042_),
    .Y(_043_)
  );
  NOT _125_ (
    .A(_043_),
    .Y(_044_)
  );
  NAND _126_ (
    .A(_027_),
    .B(_043_),
    .Y(_045_)
  );
  NOT _127_ (
    .A(_045_),
    .Y(_046_)
  );
  NOR _128_ (
    .A(_065_),
    .B(_046_),
    .Y(_047_)
  );
  NAND _129_ (
    .A(_029_),
    .B(_045_),
    .Y(_048_)
  );
  NOR _130_ (
    .A(_024_),
    .B(_025_),
    .Y(_049_)
  );
  NAND _131_ (
    .A(_034_),
    .B(_036_),
    .Y(_050_)
  );
  NOR _132_ (
    .A(_026_),
    .B(_050_),
    .Y(_051_)
  );
  NAND _133_ (
    .A(_035_),
    .B(_049_),
    .Y(_052_)
  );
  NAND _134_ (
    .A(_033_),
    .B(_051_),
    .Y(_053_)
  );
  NAND _135_ (
    .A(_027_),
    .B(_052_),
    .Y(_054_)
  );
  NAND _136_ (
    .A(_053_),
    .B(_054_),
    .Y(_055_)
  );
  NOT _137_ (
    .A(_055_),
    .Y(_056_)
  );
  NOR _138_ (
    .A(_048_),
    .B(_055_),
    .Y(_057_)
  );
  NAND _139_ (
    .A(_047_),
    .B(_056_),
    .Y(_058_)
  );
  NOR _140_ (
    .A(_041_),
    .B(_058_),
    .Y(_004_)
  );
  NOR _141_ (
    .A(_044_),
    .B(_058_),
    .Y(_005_)
  );
  NAND _142_ (
    .A(_035_),
    .B(_037_),
    .Y(_059_)
  );
  NOR _143_ (
    .A(_058_),
    .B(_059_),
    .Y(_006_)
  );
  NOR _144_ (
    .A(_065_),
    .B(_053_),
    .Y(_007_)
  );
  NOR _145_ (
    .A(_033_),
    .B(_048_),
    .Y(_060_)
  );
  NAND _146_ (
    .A(_027_),
    .B(_047_),
    .Y(_061_)
  );
  NAND _147_ (
    .A(_047_),
    .B(_055_),
    .Y(_062_)
  );
  NAND _148_ (
    .A(_026_),
    .B(_060_),
    .Y(_063_)
  );
  NOR _149_ (
    .A(_039_),
    .B(_063_),
    .Y(_008_)
  );
  NOR _150_ (
    .A(_042_),
    .B(_063_),
    .Y(_009_)
  );
  NOR _151_ (
    .A(_038_),
    .B(_063_),
    .Y(_010_)
  );
  NOR _152_ (
    .A(_050_),
    .B(_063_),
    .Y(_011_)
  );
  NOR _153_ (
    .A(_041_),
    .B(_062_),
    .Y(_012_)
  );
  NOR _154_ (
    .A(_059_),
    .B(_062_),
    .Y(_014_)
  );
  NOR _155_ (
    .A(_052_),
    .B(_061_),
    .Y(_015_)
  );
  NAND _156_ (
    .A(_026_),
    .B(_057_),
    .Y(_064_)
  );
  NOR _157_ (
    .A(_039_),
    .B(_064_),
    .Y(_016_)
  );
  NOR _158_ (
    .A(_042_),
    .B(_064_),
    .Y(_017_)
  );
  NOR _159_ (
    .A(_038_),
    .B(_064_),
    .Y(_018_)
  );
  NOR _160_ (
    .A(_050_),
    .B(_064_),
    .Y(_019_)
  );
  DFF _161_ (
    .C(clk),
    .D(_073_),
    .Q(in_r[0])
  );
  DFF _162_ (
    .C(clk),
    .D(_074_),
    .Q(in_r[1])
  );
  DFF _163_ (
    .C(clk),
    .D(_075_),
    .Q(in_r[2])
  );
  DFF _164_ (
    .C(clk),
    .D(_076_),
    .Q(in_r[3])
  );
  DFF _165_ (
    .C(clk),
    .D(_077_),
    .Q(out[3])
  );
  DFF _166_ (
    .C(clk),
    .D(_078_),
    .Q(out[2])
  );
  DFF _167_ (
    .C(clk),
    .D(_079_),
    .Q(out[1])
  );
  DFF _168_ (
    .C(clk),
    .D(_080_),
    .Q(out[0])
  );
  DFF _169_ (
    .C(clk),
    .D(_081_),
    .Q(out[15])
  );
  DFF _170_ (
    .C(clk),
    .D(_082_),
    .Q(out[14])
  );
  DFF _171_ (
    .C(clk),
    .D(_083_),
    .Q(out[13])
  );
  DFF _172_ (
    .C(clk),
    .D(_084_),
    .Q(out[12])
  );
  DFF _173_ (
    .C(clk),
    .D(_085_),
    .Q(out[11])
  );
  DFF _174_ (
    .C(clk),
    .D(_086_),
    .Q(out[10])
  );
  DFF _175_ (
    .C(clk),
    .D(_087_),
    .Q(out[9])
  );
  DFF _176_ (
    .C(clk),
    .D(_088_),
    .Q(out[8])
  );
  DFF _177_ (
    .C(clk),
    .D(_089_),
    .Q(out[7])
  );
  DFF _178_ (
    .C(clk),
    .D(_090_),
    .Q(out[6])
  );
  DFF _179_ (
    .C(clk),
    .D(_091_),
    .Q(out[5])
  );
  DFF _180_ (
    .C(clk),
    .D(_092_),
    .Q(out[4])
  );
  assign _098_[0] = in_r[0];
  assign _099_[4] = 1'h1;
  assign { _100_[3], _100_[0] } = { _100_[4], _099_[0] };
  assign { _101_[31:17], _101_[14:1] } = 29'h00000000;
  assign { _102_[31:17], _102_[12:1] } = 27'h0000000;
  assign { _103_[31:17], _103_[8:1] } = 23'h000000;
  assign _013_ = 1'h0;
  assign _020_ = in[0];
  assign _065_ = reset;
  assign _073_ = _000_;
  assign _021_ = in[1];
  assign _074_ = _001_;
  assign _022_ = in[2];
  assign _075_ = _002_;
  assign _023_ = in[3];
  assign _076_ = _003_;
  assign _077_ = _004_;
  assign _078_ = _005_;
  assign _079_ = _006_;
  assign _080_ = _007_;
  assign _081_ = _008_;
  assign _082_ = _009_;
  assign _083_ = _010_;
  assign _084_ = _011_;
  assign _085_ = _012_;
  assign _086_ = _013_;
  assign _087_ = _014_;
  assign _088_ = _015_;
  assign _089_ = _016_;
  assign _090_ = _017_;
  assign _091_ = _018_;
  assign _092_ = _019_;
  assign _027_ = in_r[3];
  assign _024_ = in_r[0];
  assign _026_ = in_r[2];
  assign _025_ = in_r[1];
endmodule
</file>
==> flow_summary.toml <==
# physical design summary
[run_status]
outcome = "completed"

[timing]
fin_crit_ps = 1508
max_freq_mhz = 663.0
finalHoldViolations = 0
setup_tns_ps = 0
skew_ps = 5.526
timing.final.crit_share_pct = 88.73
rsz0062_at_grt = "false"
setup_viol = 0
slew_violations = 0

[power]
p_total_uw = 725.0
vdd_drop_max_mv = 0.1888
p_leak_nw = 0.2996
powerDensity_nw_per_um2 = 864.9

[die]
die_w_microns = 80
dieHeight_microns = 80
row_count = 21
num_io_pins = 22
core_area_sq_um = 3416
die_area_sq_um = 6400
initial_core_util_pct = 19.82

[route]
wl_per_cell_microns = 9.825
drtIter0Drc = 5
drt_first_pass_iters = 4
detail-route-antenna-nets = 0
routed_wl_microns = 1179
vias = 401
drc = 0
avgViaCountPerCell = 3.342
diodes = 0

[grt]
antenna_found_initial = 0
grt_pass1_vias = 437
grt_max_degree = 12
grt_overflow_total = 0
grt_usage_pct = 3.902
grt_pass1_wl_microns = 2014

[cts]
post_cts_resized = 0
cts_tree = "yes"
cts_made_buffers = 3
htree_num_levels = 1
clock-root-buffer = "clkbuf_4"
clkSinkCount = 19
clock_path_buffers = 2
path_clk_slew_ps = 100
holdBufCountCts = 0
clock_latency_ps = 280
post-cts-setup-buffers = 0

[cells_and_area]
seq_area_sq_um = 380.4
combGateArea_sq_um = 161.4
drive_gt1_share_pct = 6.757
area_growth_pct = 23.84
fill_cells = 378

[critical_path]
r2r-start = "_162_.Q"
crit_path_cell_trace = "nor3_1 > ha_1 > or3b_1 > nor3_1"
cpPeakStageDelay_ps = 440
rrSetupSlack_ps = 190
reg2regPathDepth = 4
worst-path-buf-inv = 0
cp_max_fo = 7
required_ps = 1910
path_delay_family = "simple AND/OR/NAND/NOR gates"
crit_top_cell = "nor3_1"
critPathArrivalTime_ps = 1720
timing.rr.end = "_166_.Q"
worstSetupPathType = "flip-flop to flip-flop"
slowest_stage = "dfxtp_1"
cp-end-kind = "flip-flop"
crit_start = "_162_.Q"
startpoint_type = "flip-flop"

[synthesis]
ys_cells = 66
numSynthFlops = 19
ys_types = 15
synthCells = 66
yosys.area.top_type = "dfxtp_1"
ys_seq_share_pct = 56.19
netlist_area_sq_um = 676.9
ys_area_sq_um = 676.9
synthTopCellsByArea = "dfxtp_1 (56%), buf_4 (18%), nor2_1 (5.0%)"
yosysWarnings = 1
synth.top_cell.area_share_pct = 56.19
avgSynthCellArea_sq_um = 10.26

[min_path]
min_to = "_166_.Q"
hp-class = "flip-flop to flip-flop"
hold_depth = 1
hp-start = "_164_.Q"

[place]
gp_congestion = 0.8277
place_hpwl_microns = 972.2
io_buffers = 20

[job]
max-cap-violations = 0
warnings = 25
-- final cells by class --
cell class	count	area share, %
Clock inverter	1	0.5970
Inverter	1	0.4478
Timing Repair Buffer	21	24.78
Sequential cell	19	45.37
Tap cell	46	6.866
Clock buffer	3	2.687
Multi-Input combinational cell	29	19.25
-- report_power, final --
part	leakage, nW	switching (mW)	internal [mW]
Clock	0.0177	0.121	0.0873
Combinational	0.127	0.0184	0.0333
Sequential	0.155	0.00855	0.456
-- synth_stat cells --
cell	number
buf_4	16
or3b_1	1
nor4_1	2
nor2b_1	5
dfxtp_1	19
inv_1	1
nor2_1	9
nand3b_1	2
nand2b_1	2
or4_1	1
ha_1	1
nand2_1	1
conb_1	1
nor3_1	4
buf_6	1
-- routing by layer --
metal | part of all wire [%] | track usage, %
met3 | 15 | 2.727
met5 | 0 | 0
met1 | 38 | 4.236
met2 | 46 | 5.939
met4 | 1.3 | 1.232
-- metrics by stage --
| step | area (sq um) | utilization, % | setup slack (ps) | hold slack, ps | instances |
|---|---|---|---|---|---|
| 3_3_place_gp | 810.8 | 23.74 | 206.4 | 452.2 | 116 |
| 6_report | 838.3 | 24.54 | 191.7 | 463.4 | 120 |
| 4_1_cts | 838.3 | 24.54 | 191.2 | 460.2 | 120 |
| 5_1_grt | 838.3 | 24.54 | 91.64 | 484.8 | 120 |
| 3_5_place_dp | 810.8 | 23.74 | 171.7 | 446.0 | 116 |
| 2_1_floorplan | 676.9 | - | 334.7 | 423.8 | 66 |
-- layout by cell type (no fill, tap or decap) --
master and instances:
clkbuf_4 3, inv_1 1, or4_1 1, clkinv_2 1, ha_1 1, buf_4 1
dfxtp_1 19, nor2_1 9, or3b_1 1, conb_1 1, clkdlybuf4s50_1 20, nor4_1 2
nor2b_1 5, nor3_1 4, nand2b_1 2, nand3b_1 2, nand2_1 1
-- worst register-to-register path, delay by kind of cell (launching register included) --
| kind | cells | cell delay (ps) |
|---|---|---|
| fa+ha+maj | 1 | 340 |
| simple gates | 3 | 670 |
| flops | 1 | 440 |
-- cell families (layout without fill, tap and decap cells) --
logic type | Yosys count | count (layout) | synth area share [%]
AND/OR/NAND/NOR | 27 | 27 | 21.44
flip-flops | 19 | 19 | 56.19
buffers and inverters | 18 | 26 | 19.96
other | 1 | 1 | 0.5540
adder cells (fa/ha/maj) | 1 | 1 | 1.848
-- how the worst max path moves through the flow --
stage,end,slack [ps],depth (start not counted)
CTS,_166_.Q,190,4
global route,_166_.Q,90,4
finish,_166_.Q,190,4
Power and IR drop assume default switching activity.
