==> design/flow/design.v <==
module BUF (
    A,
    Y
);
  input A;
  output Y;
  assign Y = A;
endmodule
module NOT (
    A,
    Y
);
  input A;
  output Y;
  assign Y = ~A;
endmodule
module NAND (
    A,
    B,
    Y
);
  input A, B;
  output Y;
  assign Y = ~(A & B);
endmodule
module NOR (
    A,
    B,
    Y
);
  input A, B;
  output Y;
  assign Y = ~(A | B);
endmodule
module DFF (
    C,
    D,
    Q
);
  input C, D;
  output reg Q;
  always @(posedge C) Q <= D;
endmodule
module DFFSR (
    C,
    D,
    Q,
    S,
    R
);
  input C, D, S, R;
  output reg Q;
  always @(posedge C, posedge S, posedge R)
    if (S) Q <= 1'b1;
    else if (R) Q <= 1'b0;
    else Q <= D;
endmodule
module fulladder (
    clk,
    rst,
    a,
    b,
    cin,
    sum,
    cout
);
  input clk;
  wire clk;
  input rst;
  wire rst;
  input a;
  wire a;
  input b;
  wire b;
  input cin;
  wire cin;
  output sum;
  wire sum;
  output cout;
  wire cout;
  wire [1:0] _00_;
  wire _01_;
  wire _02_;
  wire _03_;
  wire _04_;
  wire _05_;
  wire _06_;
  wire _07_;
  wire _08_;
  wire _09_;
  wire _10_;
  wire _11_;
  wire _12_;
  wire _13_;
  wire _14_;
  wire _15_;
  wire _16_;
  wire _17_;
  wire _18_;
  wire _19_;
  wire _20_;
  wire _21_;
  wire _22_;
  wire _23_;
  wire _24_;
  wire _25_;
  wire _26_;
  wire _27_;
  wire _28_;
  wire _29_;
  wire _30_;
  wire _31_;
  wire [1:0] _32_;
  wire _33_;
  wire _34_;
  wire [31:0] _35_;
  wire [31:0] _36_;
  wire [1:0] _37_;
  wire [1:0] _38_;
  wire [1:0] _39_;
  wire [1:0] _40_;
  wire [1:0] _41_;
  wire a_r;
  wire b_r;
  wire cin_r;
  wire [1:0] count;
  wire cout_c;
  wire sum_c;
  NOT _42_ (
      .A(_07_),
      .Y(_10_)
  );
  NOT _43_ (
      .A(_08_),
      .Y(_11_)
  );
  NOT _44_ (
      .A(_06_),
      .Y(_12_)
  );
  NOT _45_ (
      .A(_04_),
      .Y(_13_)
  );
  NOT _46_ (
      .A(_05_),
      .Y(_14_)
  );
  NOT _47_ (
      .A(_03_),
      .Y(_15_)
  );
  NOR _48_ (
      .A(_13_),
      .B(_14_),
      .Y(_16_)
  );
  NAND _49_ (
      .A(_04_),
      .B(_05_),
      .Y(_17_)
  );
  NOR _50_ (
      .A(_04_),
      .B(_05_),
      .Y(_18_)
  );
  NOT _51_ (
      .A(_18_),
      .Y(_19_)
  );
  NOR _52_ (
      .A(_16_),
      .B(_18_),
      .Y(_20_)
  );
  NAND _53_ (
      .A(_17_),
      .B(_19_),
      .Y(_21_)
  );
  NOR _54_ (
      .A(_06_),
      .B(_20_),
      .Y(_22_)
  );
  NOR _55_ (
      .A(_10_),
      .B(_11_),
      .Y(_23_)
  );
  NAND _56_ (
      .A(_17_),
      .B(_23_),
      .Y(_24_)
  );
  NOR _57_ (
      .A(_12_),
      .B(_21_),
      .Y(_25_)
  );
  NAND _58_ (
      .A(_06_),
      .B(_20_),
      .Y(_26_)
  );
  NAND _59_ (
      .A(_24_),
      .B(_26_),
      .Y(_27_)
  );
  NOR _60_ (
      .A(_22_),
      .B(_27_),
      .Y(_31_)
  );
  NOR _61_ (
      .A(_16_),
      .B(_25_),
      .Y(_28_)
  );
  NOR _62_ (
      .A(_23_),
      .B(_28_),
      .Y(_09_)
  );
  NOR _63_ (
      .A(_07_),
      .B(_15_),
      .Y(_01_)
  );
  NAND _64_ (
      .A(_10_),
      .B(_11_),
      .Y(_29_)
  );
  NAND _65_ (
      .A(_03_),
      .B(_29_),
      .Y(_30_)
  );
  NOR _66_ (
      .A(_23_),
      .B(_30_),
      .Y(_02_)
  );
  DFFSR _67_ (
      .C(clk),
      .D(sum_c),
      .Q(sum),
      .R(rst),
      .S(1'h0)
  );
  DFFSR _68_ (
      .C(clk),
      .D(cout_c),
      .Q(cout),
      .R(rst),
      .S(1'h0)
  );
  DFFSR _69_ (
      .C(clk),
      .D(a),
      .Q(a_r),
      .R(rst),
      .S(1'h0)
  );
  DFFSR _70_ (
      .C(clk),
      .D(b),
      .Q(b_r),
      .R(rst),
      .S(1'h0)
  );
  DFFSR _71_ (
      .C(clk),
      .D(cin),
      .Q(cin_r),
      .R(rst),
      .S(1'h0)
  );
  DFFSR _72_ (
      .C(clk),
      .D(_00_[0]),
      .Q(count[0]),
      .R(rst),
      .S(1'h0)
  );
  DFFSR _73_ (
      .C(clk),
      .D(_00_[1]),
      .Q(count[1]),
      .R(rst),
      .S(1'h0)
  );
  assign _32_[1] = 1'h0;
  assign _35_[31:1] = {30'h00000000, count[1]};
  assign {_36_[31:3], _36_[0]} = {29'h00000000, _35_[0]};
  assign _37_[1] = 1'h0;
  assign _38_[1] = 1'h0;
  assign _40_[1] = _37_[0];
  assign _41_[0] = _40_[0];
  assign _07_ = count[0];
  assign _08_ = count[1];
  assign _06_ = cin_r;
  assign _04_ = a_r;
  assign _05_ = b_r;
  assign sum_c = _31_;
  assign cout_c = _09_;
  assign _03_ = a;
  assign _00_[0] = _01_;
  assign _00_[1] = _02_;
endmodule
==> design/flow/run.sh <==
#!/bin/bash
# OpenROAD 26Q1-2900-gdf79404cd8, Yosys 0.63+post, stock flow scripts
make -C /OpenROAD-flow-scripts/flow DESIGN_CONFIG=/design/flow/config.mk WORK_HOME=/design/flow/orfs finish
==> design/flow/config.mk <==
export PLATFORM = sky130hd
export DESIGN_NAME = fulladder
export DESIGN_NICKNAME = fulladder
export VERILOG_FILES = /design/flow/design.v
export SDC_FILE = /design/flow/constraint.sdc
export NUM_CORES = 4
export LEC_CHECK = 1
export CORE_AREA = 10 10 70 70
export DIE_AREA = 0 0 80 80
==> design/flow/constraint.sdc <==
current_design fulladder

set clk_period 1.5
set clk_io_pct 0.2

create_clock -name clk0 -period $clk_period [get_ports {clk}]

set non_clock_inputs [all_inputs -no_clocks]
set_input_delay [expr $clk_period * $clk_io_pct] -clock clk0 $non_clock_inputs
set_output_delay [expr $clk_period * $clk_io_pct] -clock clk0 [all_outputs]
==> out/metrics.yaml <==
place_congestion: 0.773
avgViaCountPerCell: 2.03
arrival_ns: 1.03
path_clk_slew_ns: 0.05
crit_path_max_fanout: 1
ys_sh_aoi: 0.0667
setup_viol: 0
r2r_slack_ns: 0.47
overflow: 0
yosysCellCount: 17
cts_setup_buffers: 0
initCoreUtil: 0.0714
cp_top_family: "buffers and inverters"
gr-usage-all-layers: 0.0182
final_cell_mix: "dfrtp_1, clkdlybuf4s50_1, clkbuf_4, inv_1, a21oi_1"
p_leak_nw: 0.159
wl_um: 475
portBuffers: 6
wl_per_cell_um: 6.42
chipArea_um2: 6400
syn_area_per_cell_um2: 14.4
irDropWorstVdd_mv: 0.239
grt_pass1_vias: 174
cp.depth: 1
postCtsHoldBufs: 0
lay_top_count: "dfrtp_1"
die_w_um: 80
area_delta_synth_final_pct: 60.0
warnings: 25
cp.required_ns: 1.20
worstMarginPinSlew_ns: 0.249
nFillCells: 396
hold_viol_final: 0
fin_setup_tns_ns: 0
synth_cell_types: 9
grt_setup_unrepaired: "no"
outcome: "finished, final reports clean"
rows: 21
min_period_over_period: 0.884
crit_buf_inv: 1
end_kind: "primary output"
maxSlewViolCount: 0
grt_use_met2: 0.0185
ys_chip_area_um2: 244
use_met3: 0.0352
ios: 7
ys_seq_frac: 0.718
drt_first_iter_violations: 4
yosys_warnings: 2
synth_flops: 7
simple_gate_area_frac: 0.0615
drive_above_1_share: 0.148
cts_buffer_depth: 2
cts-buffers-inserted: 3
dpl_cell_area_um2: 362
design_area_um2: 390
drt.antenna.violating_nets: 0
cp_cell_sequence: "clkdlybuf4s50_1"
grt.busiest_layer: "met3"
drv_cap: 0
path_class: "register to primary output"
use_met1: 0.0155
grt_max_degree: 8
core_area_um2: 3420
synth.logic.top_family: "XOR/XNOR gates"
drc: 0
crit_path_max_incr_delay_ns: 0.46
synthesis.area_um2: 244
drt_pass1_iterations: 2
fmax_ghz: 0.754
hold_class: "primary input to asynchronous set/reset pin"
startpoint_type: "register"
place_hpwl_um: 358
clock-sinks: 7
antenna_found_initial: 1
final.min_clock_period_ns: 1.33
ys_sh_adder: 0.0513
cts_resized: 0
cts_tree: "built"
ys_sh_mux: 0
clk_latency_ns: 0.25
slowest_stage: "clkdlybuf4s50_1"
finClkSkew_ns: 0.00199
grt_pass1_wl_um: 800
slew_headroom: 0.834
fp.dieH_um: 80
cts_max_level: 1
power_density_nw_per_um2: 1110
syn_inst: 17
r2r_cells: 3
clock_tree.root_cell: "clkbuf_4"
vias: 150
synthXorXnorAreaFrac: 0.0718
worst paths after layout:
path,start,end
min reg2reg,_73_.Q$_DFF_PP0_,_67_.Q$_DFF_PP0_
max,_67_.Q$_DFF_PP0_,sum
max in group asynchronous,rst,_71_.Q$_DFF_PP0_
min,rst,_67_.Q$_DFF_PP0_
max reg2reg,_69_.Q$_DFF_PP0_,_68_.Q$_DFF_PP0_
min in group clk0,b,_70_.Q$_DFF_PP0_
per-layer routing:
layer  part of all wire  wire length (µm)  vias up
met5                  0                 0        -
li1                   -                 -       76
met4                  0                 0        0
met1               0.36               169       65
met3               0.33               158        0
met2               0.31               147        9
final cells by class:
cell class	instances	area [µm²]	area share
antenna	1	2.50	0.00641
sequential	7	175	0.449
clock buffer	4	26.3	0.0673
tap	46	57.6	0.147
inverter	2	7.51	0.0192
multi-input combinational	8	61.3	0.157
timing repair buffer	6	60.1	0.154
logic make-up after synthesis:
logic type | Yosys count
flip-flops | 7
AND-OR/OR-AND | 3
XOR/XNOR | 2
buffers and inverters | 2
AND/OR/NAND/NOR | 2
adder cells (fa/ha/maj) | 1
power breakdown:
part | switching, W | internal [W]
Combinational | 0.0000151 | 0.0000334
Clock | 0.0000688 | 0.000101
Sequential | 0.00000840 | 0.000205
Total | 0.0000923 | 0.000340
flip-flops by register name, summed over array words and instances, names as in the netlist:
| name | count |
|---|---|
| _73_.Q | 1 |
| _71_.Q | 1 |
| _72_.Q | 1 |
| _68_.Q | 1 |
| _69_.Q | 1 |
| _70_.Q | 1 |
| _67_.Q | 1 |
cell usage after synthesis:
| master | n | area share |
|---|---|---|
| a21oi_1 | 2 | 0.041 |
| ha_1 | 1 | 0.051 |
| dfrtp_1 | 7 | 0.72 |
| xnor2_1 | 1 | 0.036 |
| xor2_1 | 1 | 0.036 |
| a31oi_1 | 1 | 0.026 |
| inv_1 | 2 | 0.031 |
| and2_1 | 1 | 0.026 |
| and2b_2 | 1 | 0.036 |
per-stage QoR:
| step | hold slack (ns) | total power, W | worst slack, ns | utilization | cells |
|---|---|---|---|---|---|
| 2_1_floorplan | 0.103 | 0.000235 | 0.529 | - | 17 |
| 3_3_place_gp | 0.483 | 0.000263 | 0.442 | 0.106 | 69 |
| 3_5_place_dp | 0.502 | 0.000266 | 0.433 | 0.106 | 69 |
| 4_1_cts | 0.279 | 0.000439 | 0.153 | 0.114 | 73 |
| 5_1_grt | 0.310 | 0.000467 | 0.0997 | 0.114 | 74 |
| 6_report | 0.274 | 0.000432 | 0.174 | 0.114 | 74 |
Power is estimated from default activity; no workload was simulated.
